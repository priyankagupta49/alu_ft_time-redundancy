### flow/config.mk
export PLATFORM = sky130hd
export DESIGN_NAME = ALU_ft
export DESIGN_NICKNAME = ALU_ft
export VERILOG_FILES = /design/flow/design.v
export SDC_FILE = /design/flow/constraint.sdc
export NUM_CORES = 4
export LEC_CHECK = 1
export CORE_UTILIZATION = 30
### flow/constraint.sdc
current_design ALU_ft

set clk_period 9.1
set clk_io_pct 0.2

create_clock -name clk0 -period $clk_period [get_ports {clk}]

set non_clock_inputs [all_inputs -no_clocks]
set_input_delay [expr $clk_period * $clk_io_pct] -clock clk0 $non_clock_inputs
set_output_delay [expr $clk_period * $clk_io_pct] -clock clk0 [all_outputs]
### flow/design.v
module ALU(
    input [31:0] A, B,
    input [2:0] ALUControl,
    output Carry, OverFlow, Zero, Negative,
    output [31:0] Result
);
    wire [31:0] B_inv;
    wire [32:0] Sum_result;
    wire is_sub;
    assign is_sub = (ALUControl == 3'b001);
    assign B_inv = is_sub ? ~B : B;
    assign Sum_result = A + B_inv + is_sub;
    reg [31:0] Result_reg;
    reg Cout_reg, OverFlow_reg;
    always @(*) begin
        Result_reg = 32'h0;
        Cout_reg = 1'b0;
        OverFlow_reg = 1'b0;
        case (ALUControl)
            3'b000: begin  
                Result_reg = Sum_result[31:0];
                Cout_reg = Sum_result[32];
                OverFlow_reg = (A[31] == B[31]) && (Result_reg[31] != A[31]);
            end
            3'b001: begin  
                Result_reg = Sum_result[31:0];
                Cout_reg = Sum_result[32];
                OverFlow_reg = (A[31] != B[31]) && (Result_reg[31] != A[31]);
            end
            3'b010: Result_reg = A & B;    
            3'b011: Result_reg = A | B;    
            3'b100: Result_reg = A ^ B;    
            3'b101: Result_reg = ($signed(A) < $signed(B)) ? 32'b1 : 32'b0;  
            3'b110: Result_reg = A << B[4:0];  
            3'b111: Result_reg = A >> B[4:0];  
            default: Result_reg = 32'h0;
        endcase
    end
    assign Result   = Result_reg;
    assign Zero     = (Result_reg == 32'b0);
    assign Negative = Result_reg[31];
    assign Carry    = Cout_reg;
    assign OverFlow = OverFlow_reg;
endmodule
`timescale 1ns / 1ps
module ALU_ft (
    input              clk,
    input              rst,
    input      [31:0]  A,
    input      [31:0]  B,
    input      [2:0]   ALUControl,
    output reg [31:0]  Result,
    output reg         Zero,
    output reg         Carry,
    output reg         OverFlow,
    output reg         Negative,
    output reg         fault_detected_out
);
    wire [31:0] alu_res;
    wire alu_z, alu_c, alu_v, alu_n;
    ALU u_alu (
        .A(A),
        .B(B),
        .ALUControl(ALUControl),
        .Result(alu_res),
        .Zero(alu_z),
        .Carry(alu_c),
        .OverFlow(alu_v),
        .Negative(alu_n)
    );
    reg [31:0] res_t1;
    reg [31:0] res_t2;
    localparam STAGE1 = 2'b00;
    localparam STAGE2 = 2'b01;
    localparam STAGE3 = 2'b10;
    reg [1:0] state;
    always @(posedge clk or negedge rst) begin
        if (!rst) begin
            state              <= STAGE1;
            fault_detected_out <= 1'b0;
            res_t1             <= 32'b0;
            res_t2             <= 32'b0;
            Result             <= 32'b0;
            Zero               <= 1'b0;
            Carry              <= 1'b0;
            OverFlow           <= 1'b0;
            Negative           <= 1'b0;
        end
        else begin
            case (state)
                STAGE1: begin
                    res_t1 <= alu_res;           
                    fault_detected_out <= 1'b0;
                    state <= STAGE2;
                end
                STAGE2: begin
                    res_t2 <= alu_res;           
                    if (res_t2 == res_t1) begin
                        Result   <= alu_res;
                        Zero     <= alu_z;
                        Carry    <= alu_c;
                        OverFlow <= alu_v;
                        Negative <= alu_n;
                        state    <= STAGE1;
                    end
                    else begin
                        fault_detected_out <= 1'b1;
                        state <= STAGE3;
                    end
                end
                STAGE3: begin
                    Result   <= alu_res;
                    Zero     <= alu_z;
                    Carry    <= alu_c;
                    OverFlow <= alu_v;
                    Negative <= alu_n;
                    state <= STAGE1;
                end
            endcase
        end
    end
endmodule
### flow/run.sh
#!/bin/bash
# OpenROAD 26Q1-2900-gdf79404cd8, Yosys 0.63+post, stock flow scripts
make -C /OpenROAD-flow-scripts/flow DESIGN_CONFIG=/design/flow/config.mk WORK_HOME=/design/flow/orfs finish
==> Changelog: implementation <==
## Flow update

* Outcome: complete, no violations
* Vias in the first global route at 12,278
* Die area at 0.04485 mm^2
* Final Skew at 0.007855 ns
* FF-to-FF Start: res_t1[27]
* Critical path data required time at 9.38 ns
* Crit path from: ALUControl[1]
* Std cell rows at 76
* Vias/cell at 5.835
* Slowest cell on crit path: o21ai_0
* Antenna Nets Post-Route at 0
* Worst reg2reg path depth at 11
* DP HPWL at 44.09 mm
* Placeable Area at 0.04327 mm^2
* LEAKAGE at 6.415 nW
* Post-CTS setup buffer count at 0
* CP top delay family: simple AND/OR/NAND/NOR gates
* Skew-Pair Late Insertion Delay at 0.34 ns
* Total Routing Usage GR at 26.48%
* Crit path time final at 6.966 ns
* Worst reg2reg path endpoint: Zero
* Worst setup EP type: register
* Maximum vdd drop at 0.08525 mV
* Post-synth area from yosys stat at 0.01320 mm^2
* Worst min-delay path category: register to register
* Registers, synthesis at 103
* Normalized max-slew margin at 31.88%
* Slowest cell delay on critical path at 0.61 ns
* Stages on worst setup path at 17
* CTS clk-pin slew, worst paths at 0.06 ns
* Area Overhead vs Synth at 14.89%
* Number of logged tool warnings at 90
* Final core utilization at 35.06%
* Initial antenna violation count at 2
* Worst-path fanout max at 30
* Final GP Congestion at 1.026
* Post-synth EDFFs at 0
* Routed vias at 12,772
* Post-Syn Area at 0.01320 mm^2
* Critical Path AT at 7.25 ns
* Fin. max-slew vios at 0
* Fraction of the yosys area taken by sequential cells at 19.53%
* Hold_buf cts at 0
* Cts repair resizes at 0
* Hold Path Depth at 2
* CP Launch Type: input pin
* Pre-Repair DR Iteration Count at 5
* Wire per inst at 26.21 um
* Fp_density at 30.51%
* Die width at 211.8 um
* Worst-margin pin slew at 1.015 ns
* H-Tree Depth at 3
* DR iter-0 viols at 1,243
* Asr flop ratio synth at 100.0%
* Worst Path Buf+Inv at 2
* Num ports at 106
* DRC at 0
* Proportion of layout cells with a drive suffix above 1 at 14.21%
* Clock Root Buffer: clkbuf_16
* Highest clock rate at 143.5 MHz
* Yosys cell count at 1,545
* YS warnings at 2
* Unrepaired setup endpoints after global routing: no
* Clock buffer depth at 2
* Cell Type Count at 89
* GR Overflow Total at 0
* PwrDens at 105.4 mW/mm^2
* Largest net degree at the start of global routing at 60
* Syn_area_per_cell at 8.545 um^2
* Post-Route WL at 57.38 mm
* N_diodes at 0
* TritonCTS Sinks at 103
* Port Buffers at 105
* Global-route wire length before repair at 84.41 mm
* Post-synthesis instance total at 1,545
* Total CTS buffers at 9
* Ys flop type: dfrtp_1
* Die height at 211.8 um
* TNS Setup at 0 ns
* Final Hold Fails at 0
* Worst Setup EP: Zero
* Crit Path Category: input pin to register
* Setup-failing EPs final at 0
* Max-cap check violation count at 0
* R2R Setup Slk at 6.09 ns
* CTS tree: done
* CP Cell Sequence: clkdlybuf4s50_1, buf_4, or2_1, nor2_4, xnor2_1, ha_1, a21o_1, or3_1, o21ai_0, o21a_1, xor2_1, a21boi_0, or4b_1, nor4_1, nand4_2, nor4b_2, a41o_1
* Tcrit/Tclk final at 76.55%
-- Yosys cell counts (13+ instances only) --
cell type  number  share of area, %
ha_1          128                12
o21a_1         16              0.91
buf_2          24              0.91
clkbuf_1       70               2.0
nand2_1       116               3.3
a22oi_1        31               1.8
mux2_2         74               6.3
inv_1          90               2.6
mux4_2         53               9.0
xnor2_1        40               2.7
xor2_1         45               3.0
o21ai_0        62               2.4
nor4_1         17              0.81
nor2_1        139               4.0
dfrtp_1       102                19
o22ai_1        25               1.2
o211ai_1       21               1.2
nand3_1        17              0.64
a211oi_1       22               1.3
a21oi_1       128               4.9
nand2b_1       13              0.62
mux2i_1        51               3.9
nor3_1         33               1.3
-- area by class of cell --
type | instances | area [um^2]
clock buffers | 10 | 239.0
flip-flops and latches | 103 | 2579
repair buffers | 155 | 1406
clock inverters | 5 | 58.81
multi-input cells | 1237 | 9801
inverters | 94 | 352.8
well taps | 585 | 732.0
fillers | 4422 | 28100
-- cell families (layout without fill, tap and decap cells) --
group | after synthesis | in the layout | share of synthesized area (%)
AOI/OAI and AO/OA | 442 | 442 | 22.60
and+or+nand+nor | 403 | 403 | 14.30
buffers and inverters | 205 | 264 | 6.425
muxes | 178 | 178 | 19.22
adders and majority gates | 129 | 129 | 12.28
DFF | 103 | 103 | 19.53
xor gates and xnor gates | 85 | 85 | 5.639
-- tightest hold or removal path, cell delays in order (launching register included) --
cell,delay (ns)
dfrtp_1,0.33
inv_1,0.07
nand2_1,0.06
-- through the flow --
step	std cells	setup WS [ns]	instance area (um^2)	power, mW	hold slack, ns
6_report	2189	2.134	15170	1.599	0.4853
5_1_grt	2189	1.745	15170	1.680	0.5292
4_1_cts	2189	2.179	15170	1.597	0.4853
3_5_place_dp	2174	1.837	14870	1.214	0.4659
3_3_place_gp	2174	1.847	14870	1.218	0.4526
2_1_floorplan	1545	2.092	13200	0.9307	0.4010
-- where the power goes --
part	switching, mW	internal (mW)	total (mW)
Combinational	0.484	0.277	0.761
Sequential	0.000903	0.459	0.460
Clock	0.159	0.219	0.378
Total	0.644	0.955	1.60
-- how the worst min path moves through the flow --
stage                         to  startpoint  slack (ns)
after CTS               state[0]    state[1]        0.49
after global routing  Result[21]  Result[21]        0.53
final                   state[0]    state[1]        0.49
-- metal layers --
layer | up-vias | part of all wire, % | routed length, um | GRT usage (%)
met4 | 0 | 2.9 | 1689 | 6.072
met5 | - | 0 | 0 | 0
li1 | 5823 | - | - | -
met2 | 606 | 44 | 25460 | 40.03
met1 | 6260 | 45 | 25780 | 39.41
met3 | 83 | 7.8 | 4454 | 5.266
-- layout by cell type, fill, tap and decap left out, types with 13 or more instances in the layout --
cell,n
clkdlybuf4s50_1,100
a21oi_1,128
ha_1,128
nand2b_1,13
nand3_1,17
xor2_1,45
o22ai_1,25
buf_4,52
dfrtp_1,102
nand2_1,116
mux2i_1,51
o211ai_1,21
mux4_2,53
a22oi_1,31
nor3_1,33
xnor2_1,40
inv_1,89
nor2_1,138
o21a_1,16
nor4_1,17
a211oi_1,22
mux2_2,74
o21ai_0,62
No activity file was given, so power comes from the tool's default toggle rates.
